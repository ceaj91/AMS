<file path="design/flow/config.mk">
export PLATFORM = sky130hd
export DESIGN_NAME = VGA
export DESIGN_NICKNAME = VGA
export VERILOG_FILES = /design/flow/design.v
export SDC_FILE = /design/flow/constraint.sdc
export NUM_CORES = 4
export LEC_CHECK = 1
export CORE_UTILIZATION = 30
</file>
<file path="design/flow/constraint.sdc">
current_design VGA

set clk_period 4.5
set clk_io_pct 0.2

create_clock -name clk0 -period $clk_period [get_ports {clk}]

set non_clock_inputs [all_inputs -no_clocks]
set_input_delay [expr $clk_period * $clk_io_pct] -clock clk0 $non_clock_inputs
set_output_delay [expr $clk_period * $clk_io_pct] -clock clk0 [all_outputs]
</file>
<file path="design/flow/design.v">
`timescale 1ns / 1ps
module VGA# ()
   (
    input logic         clk,
    input logic         reset,
    output logic        vga_hsync,
    output logic        vga_vsync,
    output logic [15:0] vga_rgb,
    output logic [31:0] bram_addr,
    input  logic [31:0] bram_din,
    output logic        bram_en
    );
   logic                         clk_en=0;
   localparam integer CLK_DIV_VAL = 4;
   localparam logic [9:0]        h_end = 800;
   localparam logic [9:0]        h_left_boundary = 48;
   localparam logic [9:0]        h_right_boundary = 16;
   localparam logic [9:0]        h_writeback = 96;
   localparam logic [9:0]        h_image = 640;
   localparam logic [9:0]        v_end = 525;
   localparam logic [9:0]        v_bottom_boundary = 10;
   localparam logic [9:0]        v_upper_boundary = 33;
   localparam logic [9:0]        v_writeback = 2;
   localparam logic [9:0]        v_image = 480;
   localparam logic [9:0]        h_resolution = 640;
   localparam logic [9:0]        v_resolution = 480;
   logic [9:0]                   h_counter_reg, h_counter_next;
   logic [9:0]                   v_counter_reg, v_counter_next;
   logic                         hsync_reg, hsync_next;
   logic                         vsync_reg, vsync_next;
   logic [15:0]                  vga_rgb_16;
   logic                         himage_active_reg, himage_active_next;
   logic                         vimage_active_reg, vimage_active_next;
   logic [$clog2(CLK_DIV_VAL):0] clock_divider_reg, clock_divider_next;
   logic [31:0] bram_addr_s ;
   logic [31:0] bram_addr_d ;
   always_ff @(posedge clk)
   begin
      if (!reset) 
      begin
	 clock_divider_reg <= 0;
	 h_counter_reg <= 0;
	 v_counter_reg <= 0;         
	 hsync_reg <= 0;
	 vsync_reg <= 0;
	 himage_active_reg <= 0;
	 vimage_active_reg <= 0;
      end
      else 
      begin
	 clock_divider_reg <= clock_divider_next;
	 h_counter_reg <= h_counter_next;
	 v_counter_reg <= v_counter_next;
	 hsync_reg <= hsync_next;
	 vsync_reg <= vsync_next;
	 himage_active_reg <= himage_active_next;
	 vimage_active_reg <= vimage_active_next;
      end
   end
   always_comb
   begin
      clk_en = 1'b0;
      clock_divider_next = clock_divider_reg;      
      if(clock_divider_reg == (CLK_DIV_VAL - 1))
      begin
	 clock_divider_next = 0;
	 clk_en = 1'b1;
      end
      else 
      begin
	 clock_divider_next = clock_divider_reg + 1;                 
	 clk_en = 1'b0;
      end            
   end
   always_comb 
   begin
      h_counter_next = h_counter_reg;  
      if (clk_en == 1) 
      begin
	 if (h_counter_reg == (h_end - 1))
	 begin
	    h_counter_next = 0;
	 end
	 else
	 begin
	    h_counter_next = h_counter_reg + 1;
	 end
      end
   end
   always_comb
   begin
      v_counter_next = v_counter_reg;      
      if ((clk_en == 1) && (h_counter_reg == (h_end - 1)))
      begin
	 if (v_counter_reg == (v_end - 1))
	 begin
	    v_counter_next = 0;            
	 end
	 else
	 begin
	    v_counter_next = v_counter_reg + 1;        
	 end
      end
   end
   always_comb
   begin
      hsync_next = hsync_reg;
      himage_active_next = himage_active_reg;    
      if(h_counter_reg >= 0 && h_counter_reg < h_image)
	himage_active_next = 1'b1;
      else
	himage_active_next = 1'b0;
      if (h_counter_reg >= (h_image + h_right_boundary) && h_counter_reg <= (h_image + h_right_boundary + h_writeback - 1))
      begin
	 hsync_next = 1'b0;
      end
      else
      begin
	 hsync_next = 1'b1;
      end
   end
   always_comb
   begin
      vsync_next = vsync_reg;
      vimage_active_next = vimage_active_reg;
      if(v_counter_reg >= 0 && v_counter_reg < v_image)
	vimage_active_next = 1'b1;
      else
	vimage_active_next = 1'b0;
      if ((v_counter_reg >= (v_image + v_bottom_boundary)) && (v_counter_reg <= (v_image + v_bottom_boundary + v_writeback - 1)))
      begin
	 vsync_next = 1'b0;         
      end
      else
      begin
	 vsync_next = 1'b1;
      end
   end
   assign bram_addr_s = ((v_counter_reg[9:1] * h_resolution[9:1]) + h_counter_reg[9:1])*2;    
   assign bram_addr = {bram_addr_s [31:2], 2'b00};
   always_ff @(posedge clk)
   begin
      if (!reset) 
	bram_addr_d <= 0;
      else 
	bram_addr_d <= bram_addr_s;
   end
   always_comb
   begin
      if(bram_addr_d[1]==1'b0)
	vga_rgb_16 = bram_din[15:0];
      else
	vga_rgb_16 = bram_din[31:16];
   end
   always_comb
   begin
      if(vimage_active_reg == 1'b1 && himage_active_reg == 1'b1)
	vga_rgb = vga_rgb_16;
      else
	vga_rgb = 16'h0000;
   end
   assign vga_vsync = vsync_reg;
   assign vga_hsync = hsync_reg;
   assign bram_en = 1'b1;
endmodule
</file>
<file path="design/flow/run.sh">
#!/bin/bash
# OpenROAD 26Q1-2900-gdf79404cd8, Yosys 0.63+post, stock flow scripts
make -C /OpenROAD-flow-scripts/flow DESIGN_CONFIG=/design/flow/config.mk WORK_HOME=/design/flow/orfs finish
</file>
==> results.cfg <==
; implementation run metrics
[clock_network]
clock_path_buffers = 2
root_buffer = clkbuf_8
hold_buffers = 0
numCtsBuffers = 3
clk-insertion-delay-late_ps = 270
clk_pin_slew_worst_paths_ps = 100
cts_resized = 0
cts_setup_buffers = 0
cts.sinks = 28
htreeDepth = 1
cts_tree = done

[power_and_ir_drop]
switchingPower_mw = 0.102
pwr-share-clk_pct = 38.1
leakage_nw = 1.23
vdd_ir_drop_max_uv = 172
power_frac_seq_pct = 49.2
p_int_mw = 0.418
p_per_area_mw_per_mm2 = 175
comb_power_share_pct = 12.6
switching_share_pct = 19.6
report.power.total_mw = 0.520

[timing]
timing.final.crit_share_pct = 92.1
rsz0062_at_grt = false
worst_slew_pin_slew_ps = 553
hold_viol_final = 0
final-setup-viol-count = 0
worst_slack_ps = 358
finalSetupTns_ps = 0
fin_hold_ws_ps = 435
period_minus_slack_ps = 4140
slew_violations = 0
slew_headroom_pct = 62.8
clock_skew_ps = 9.57
fmax_ghz = 0.241

[grt]
antenna_found_initial = 0
grt_pass1_vias = 1699
grt_max_degree = 17
grt_overflow = 0
grt_pass1_wl_um = 7960
track_usage_pct = 11.6

[detailed_routing]
detail-route-antenna-nets = 0
wl_per_cell_um = 11.0
n_antenna_cell = 0
drtIter0Drc = 109
drt-vias-per-instance = 4.53
drcViolationCount = 0
wirelength_um = 4600
dr.pass1.iters = 4
vias = 1900

[job]
drv_cap = 0
log.warning_count = 28

[floorplan]
ios = 85
die_h_um = 89.9
fp-utilization_pct = 31.4
die-area_mm2 = 0.00808
die_w_um = 89.9
rows = 31
core_area_mm2 = 0.00737

[logic_synthesis]
top_area_cell = dfxtp_1
synth_cell_types = 39
syn_inst = 272
ys_seq_share_pct = 24.2
yosysWarnings = 1
ys_ff = 28
post_synth_main_area_contributors = dfxtp_1 (24%), ha_1 (12%), buf_4 (11%), mux2i_1 (7.3%), xnor2_1 (6.0%)
yosys.stat.chipArea_mm2 = 0.00232
synth_top_area_share_pct = 24.2
synth_stat.cells = 272
synth_area_per_cell_um2 = 8.52
syn_area_mm2 = 0.00232

[setup_path]
reg2reg_from = clock_divider_reg[0]
critPathSlowestCell = clkdlybuf4s50_1
crit_chain = ha_1 > ha_1 > fa_1 > a21o_1 > a221oi_1 > xor2_1 > nor2_1 > nand4_1 > xor2_1 > clkdlybuf4s50_1
slowest_delay_ps = 470
r2r_slack_ps = 2100
r2r_cells = 8
crit_type = register to output pin
path_buffers = 1
end_kind = output pin
worst-path-stages = 10
cp_max_fo = 7
crit_family = adder cells
cp-start-kind = register
cp.arrival_ps = 3240
rr_endpoint = v_counter_reg[7]
crit_required_ps = 3600

[final_layout]
fin_cells = 419
lay_top_cells = clkdlybuf4s50_1 (68), nor2_1 (37), dfxtp_1 (28)
area_growth_pct = 28.4
mostFrequentLayoutCell = clkdlybuf4s50_1
drive_gt1_share_pct = 3.13

[status]
status = finished clean

[place]
gp_congestion = 0.818
dp_cells = 415
dp_slack_ps = 641
hpwl_um = 3640
portBuffers = 68

[hold_path]
holdCritPathClass = register to register
min_from = clock_divider_reg[0]
holdPathStages = 1
whs_endpoint = clock_divider_reg[0]
## area by class of cell
| class | count | area, µm² |
|---|---|---|
| Fill cell | 718 | 4390 |
| Multi-Input combinational cell | 207 | 1490 |
| Timing Repair Buffer | 69 | 688 |
| Sequential cell | 28 | 561 |
| Tap cell | 99 | 124 |
| Inverter | 12 | 45.0 |
| Clock buffer | 3 | 41.3 |
| Clock inverter | 1 | 30.0 |
## metal layers
| metal | part of all wire [%] | global-route usage [%] |
|---|---|---|
| met5 | 0 | 0 |
| met2 | 44 | 18.7 |
| met3 | 7.8 | 2.75 |
| met1 | 48 | 16.9 |
| met4 | 0.43 | 0.672 |
## power by group through the flow
stage	Clock [mW]	Sequential, mW	Combinational, mW
after CTS	0.203	0.256	0.0669
final	0.198	0.256	0.0657
after global routing	0.213	0.257	0.0738
## worst max path at each step
stage / end / slack [ps] / from
5_1_grt: bram_addr[17] / 80 / v_counter_reg[2]
4_1_cts: bram_addr[17] / 330 / v_counter_reg[2]
6_report: bram_addr[17] / 360 / v_counter_reg[2]
## metrics by stage
stage / utilization [%] / area (µm²)
after floorplan: - / 2370
after CTS: 40.4 / 2980
after detailed placement: 39.4 / 2900
final: 40.4 / 2980
after global placement: 39.4 / 2900
after global routing: 40.4 / 2980
## Yosys cell counts (all sizes together)
library cell	n
a21boi	3
a21o	5
a21oi	4
a221oi	1
a31oi	1
and2	4
and3	4
and3b	1
buf	35
clkbuf	4
conb	2
dfxtp	28
fa	2
ha	23
inv	12
mux2i	17
nand2	17
nand2b	1
nand3	4
nand3b	1
nand4	11
nand4b	2
nor2	37
nor2b	3
nor3	5
nor4	2
o21a	1
o21ai	7
o31a	1
o31ai	1
o41a	1
or3	2
or4	1
xnor2	16
xor2	13
## cells by family (layout without fill, tap and decap cells)
kind of cell	Yosys count	count (layout)	synth area share, %
AND-OR/OR-AND	25	25	7.29
XOR/XNOR	29	29	11.0
adder cells (fa/ha/maj)	25	25	14.1
buffers and inverters	51	85	13.9
flip-flops	28	28	24.2
multiplexers	17	17	7.34
other	2	16	0.324
AND/OR/NAND/NOR	95	95	21.8
No activity file was given, so power comes from the tool's default toggle rates.
